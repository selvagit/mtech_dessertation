==> design/flow/design.v <==
module ram_dp_sr_sw (
	clk       ,  
	address_0 ,  
	data_0    ,  
	cs_0      ,  
	we_0      ,  
	oe_0      ,  
	address_1 ,  
	data_1    ,  
	cs_1      ,  
	we_1      ,  
	oe_1         
); 
parameter DATA_0_WIDTH = 8 ;
parameter ADDR_WIDTH = 16 ;
parameter RAM_DEPTH = 256 ;  
input clk;
input [ADDR_WIDTH-1:0] address_0 ;
input cs_0 ;
input we_0 ;
input oe_0 ; 
input [ADDR_WIDTH-1:0] address_1 ;
input cs_1 ;
input we_1 ;
input oe_1 ; 
inout [DATA_0_WIDTH-1:0] data_0 ; 
inout [DATA_0_WIDTH-1:0] data_1 ;
reg [DATA_0_WIDTH-1:0] data_0_out ; 
reg [DATA_0_WIDTH-1:0] data_1_out ;
reg [DATA_0_WIDTH-1:0] mem [0:RAM_DEPTH-1];
always @ (posedge clk)
begin : MEM_WRITE
	if ( cs_0 && we_0 ) begin
		mem[address_0] <= data_0;
	end else if (cs_1 && we_1) begin 
		mem[address_1] <= data_1;
	end
end
assign data_0 = (cs_0 && oe_0 && !we_0) ? data_0_out : 8'bz; 
always @ (posedge clk)
begin : MEM_READ_0
	if (cs_0 && !we_0 && oe_0) begin
		data_0_out <= mem[address_0]; 
	end else begin
		data_0_out <= 0; 
	end  
end 
assign data_1 = (cs_1 && oe_1 && !we_1) ? data_1_out : 8'bz; 
always @ (posedge clk)
begin : MEM_READ_1
	if (cs_1 && !we_1 && oe_1) begin
		data_1_out <= mem[address_1]; 
	end else begin
		data_1_out <= 0;
	end
end
endmodule  
==> design/flow/run.sh <==
#!/bin/bash
# OpenROAD 26Q1-2900-gdf79404cd8, Yosys 0.63+post, stock flow scripts
make -C /OpenROAD-flow-scripts/flow DESIGN_CONFIG=/design/flow/config.mk WORK_HOME=/design/flow/orfs finish
==> design/flow/config.mk <==
export PLATFORM = sky130hd
export DESIGN_NAME = ram_dp_sr_sw
export DESIGN_NICKNAME = ram_dp_sr_sw
export VERILOG_FILES = /design/flow/design.v
export SDC_FILE = /design/flow/constraint.sdc
export NUM_CORES = 4
export LEC_CHECK = 1
export CORE_UTILIZATION = 30
==> design/flow/constraint.sdc <==
current_design ram_dp_sr_sw

set clk_period 10.2
set clk_io_pct 0.2

create_clock -name clk0 -period $clk_period [get_ports {clk}]

set non_clock_inputs [all_inputs -no_clocks]
set_input_delay [expr $clk_period * $clk_io_pct] -clock clk0 $non_clock_inputs
set_output_delay [expr $clk_period * $clk_io_pct] -clock clk0 [all_outputs]
==> run_results.csv <==
group,metric,value,unit
run_status,outcome,"stopped before the end",
synthesis,syn_area_per_cell,17.5,sq um
synthesis,synthCells,5645,
clock_network,cts_num_sinks,2064,
placement,hpwl,240000,um
placement,dpl_worst_slack,3.58,ns
synthesis,synth-edff-count,2048,
synthesis,synthTopCellsByArea,"edfxtp_1 62%, mux4_2 15%, mux2i_1 5.9%",
clock_network,cts_resized,0,
clock_network,cts_hold_buf,0,
synthesis,yosysTopAreaCell,"edfxtp_1",
floorplanning,die_w,576,um
clock_network,cts_setup_buffers,0,
clock_network,numCtsBuffers,208,
synthesis,netlist_area,98800,sq um
run_status,error,"[error] [KeplerFormal.cpp:679] Workflow failed: Iso has multiple drivers: .data_10, data_1[0]$_SDFF_PN0_.Q0",
synthesis,synth_top_area_share,62.3,%
floorplanning,fp.dieH,576,um
floorplanning,num_rows,210,
run_status,stop_stage,"clock tree synthesis",
placement,gp_congestion,1.04,
synthesis,ys_async_sr_fraction,0,%
clock_network,cts_root_buffer,"clkbuf_16",
synthesis,yosysUniqueCellTypes,83,
synthesis,ys_seq_share,62.6,%
placement,port_buffers,22,
synthesis,ys_warn_count,3,
floorplanning,pin_count,55,
synthesis,synth-seq-cells,2064,
synthesis,yosysCellCount,5645,
clock_network,cts.path.max_buffers,3,
synthesis,ys_chip_area,98800,sq um
synthesis,ff_type,"edfxtp_1",
floorplanning,initial_core_util,30.2,%
clock_network,cts_max_level,4,
[logic make-up after synthesis]
logic type / after synthesis / share of synthesized area [%]
buffers and inverters: 458 / 3.36
AND/OR/NAND/NOR: 1003 / 4.81
multiplexers: 1358 / 23.8
flip-flops: 2064 / 62.6
AND-OR/OR-AND: 762 / 5.40
[Yosys cell counts (32+ instances only)]
cell type / instances
o21ai_0: 116
clkbuf_1: 151
a31oi_1: 32
edfxtp_1: 2048
nor2_1: 378
mux2i_1: 582
buf_2: 99
a21oi_1: 100
buf_8: 33
nand3_1: 70
and2_1: 35
buf_6: 69
nor4_1: 56
o22ai_1: 150
nor3_1: 144
nand2_1: 170
o221ai_1: 156
a211oi_1: 58
mux4_1: 85
buf_4: 39
mux4_2: 674
[per-stage QoR]
step	util, %	instances	power, mW	hold WS (ns)	area [sq um]
2_1_floorplan	-	5645	10.4	0.784	98800
3_5_place_dp	31.8	9896	11.0	0.989	104000
3_3_place_gp	31.8	9896	11.0	0.990	104000
No activity file was given, so power comes from the tool's default toggle rates.
